==> flow/design.v <==
`timescale 1ns / 1ps
`timescale 1ns / 1ps
module Washing_Machine(
    input clk, reset, door_close, start, filled, detergent_added, cycle_timeout, drained, spin_timeout,
    output reg door_lock, motor_on, fill_value_on, drain_value_on, done, soap_wash, water_wash
);
parameter check_door    = 3'b000;
parameter fill_water    = 3'b001;
parameter add_detergent = 3'b010;
parameter cycle         = 3'b011;
parameter drain_water   = 3'b100;
parameter spin          = 3'b101;
reg [2:0] current_state, next_state;
reg wash_phase;   
always @(*) begin
    next_state     = current_state;
    motor_on       = 0;
    fill_value_on  = 0;
    drain_value_on = 0;
    door_lock      = 1;
    soap_wash      = 0;
    water_wash     = 0;
    done           = 0;
    case(current_state)
        check_door: begin
            if(start && door_close) next_state = fill_water;
        end
        fill_water: begin
            fill_value_on = 1;
            if(filled) begin
                if(wash_phase == 0) 
                    next_state = add_detergent;   
                else 
                    next_state = cycle;           
            end
        end
        add_detergent: begin
            if(detergent_added) next_state = cycle;
        end
        cycle: begin
            motor_on = 1;
            if(wash_phase == 0) soap_wash = 1;    
            else water_wash = 1;                  
            if(cycle_timeout) next_state = drain_water;
        end
        drain_water: begin
            drain_value_on = 1;
            if(drained) begin
                if(wash_phase == 0) begin
                    next_state = fill_water;    
                end else begin
                    next_state = spin;          
                end
            end
        end
        spin: begin
            motor_on = 0;
            if(spin_timeout) begin
                next_state = check_door;
                done = 1;
            end
        end
        default: next_state = check_door;
    endcase
end
always @(posedge clk or negedge reset) begin
    if (!reset) begin
        current_state <= check_door;
        wash_phase <= 0;   
    end else begin
        current_state <= next_state;
        if(current_state == drain_water && drained && wash_phase == 0)
            wash_phase <= 1;
        else if(current_state == spin && spin_timeout)
            wash_phase <= 0;   
    end
end
endmodule
==> flow/run.sh <==
#!/bin/bash
# OpenROAD 26Q1-2900-gdf79404cd8, Yosys 0.63+post, stock flow scripts
make -C /OpenROAD-flow-scripts/flow DESIGN_CONFIG=/design/flow/config.mk WORK_HOME=/design/flow/orfs finish
==> flow/config.mk <==
export PLATFORM = sky130hd
export DESIGN_NAME = Washing_Machine
export DESIGN_NICKNAME = Washing_Machine
export VERILOG_FILES = /design/flow/design.v
export SDC_FILE = /design/flow/constraint.sdc
export NUM_CORES = 4
export LEC_CHECK = 1
export CORE_AREA = 10 10 70 70
export DIE_AREA = 0 0 80 80
==> flow/constraint.sdc <==
current_design Washing_Machine

set clk_period 1.5
set clk_io_pct 0.2

create_clock -name clk0 -period $clk_period [get_ports {clk}]

set non_clock_inputs [all_inputs -no_clocks]
set_input_delay [expr $clk_period * $clk_io_pct] -clock clk0 $non_clock_inputs
set_output_delay [expr $clk_period * $clk_io_pct] -clock clk0 [all_outputs]
==> reports/metrics.cfg <==
[grt]
grt_overflow=0
grt_pass1_vias=265
antenna_found_initial=0
grt_pass1_wl_um=1420
track_usage_pct=2.93
grt_max_degree=8

[worst_setup_path]
cp_data_required_time_ps=1200
r2r_cells=4
crit_chain=clkdlybuf4s50_1
cpMaxStageDelayCell=clkdlybuf4s50_1
end_kind=primary output
rr_endpoint=current_state[4]$_DFF_PN0_
worstReg2RegStart=wash_phase$_DFFE_PN0P_
path_max_fanout=4
start_kind=flop
path_class=flop to primary output
path_buffers=1
rrSetupSlack_ps=530
critPathMaxStageDelay_ps=490
crit_family=buffers and inverters
cp.arrival_ps=1130

[final_timing]
slew_violations=0
tns_ps=0
setup-violations-final=0
final.setup.worst_slack_ps=70.9
rsz0062_at_grt=false
finalHoldViolCount=0
final.min_clock_period_ps=1430
fmax_ghz=0.700
hold_ws_ps=303
fin_worst_skew_ps=5.56
min_period_over_period_pct=95.3

[clock_network]
cts_tree=done
holdBufCountCts=0
cts.path.max_buffers=2
path_clk_slew_ps=50
cts_sinks=7
cts_inserted_buffers=3
htree_levels=1
worstSkewPairLatency_ps=250
root_buffer=clkbuf_4

[run_status]
status=finished clean

[synth]
muxShareOfSynthArea_pct=3.17
netlist_instances=32
syn_area_per_cell_sq_um=9.85
compound_area_share_pct=11.5
xor_share_pct=0
ys_ff=7
synth.distinct_cells=17
top_logic_kind=simple AND/OR/NAND/NOR gates
fa_ha_area_share_pct=0
ys_chip_area_sq_um=315
ys_warn_count=1
syn-cell-area_sq_um=315
seq_area_frac_synth_pct=56.0
ys_cells=32
simple_gate_share_pct=21.0

[flow_run]
cap_violations=0
tool_warnings=25

[detailed_routing]
routed_wl_um=866
drtAntennaViolNets=0
via_count=286
wl_per_cell_um=8.66
drc=0
avgViaCountPerCell=2.86
drt_first_pass_iters=4
drtIter0Drc=13
n_antenna_cell=0

[power_and_ir_drop]
p_per_area_mw_per_mm2=1450
p_leak_nw=0.252
peakVddDrop_mv=0.537
p_total_mw=0.819

[cells_and_area]
drive_gt1_share_pct=22.2
area_growth_syn_to_layout_pct=79.4
final_cells=100
finish.utilization_pct=16.6
fin_area_sq_um=566

[placement]
dp.cells=93
port_buffers=14
gp_congestion=0.792
placed_area_sq_um=520
hpwl_um=693
dp_slack_ps=-185

[floorplan]
num_rows=21
die_h_um=80
die_x_um=80
core_util_floorplan_pct=9.23
die-area_sq_mm=0.00640
top_level_ports=16
core_sq_mm=0.00342

[min_path]
hold_class=input port to asynchronous set/reset pin

-- layout make-up --
class	instances	area, sq um
Sequential cell	7	178
Inverter	4	15.0
Clock buffer	4	26.3
Timing Repair Buffer	19	173
Multi-Input combinational cell	20	116
Fill cell	392	2850
Tap cell	46	57.6
-- registers in the layout (all words and copies together) (netlist names) --
name           count
wash_phase         1
current_state      6
-- worst reg2reg max path, stage by stage (launching register included) --
cell and delay (ps):
dfrtp_2 410, buf_4 150, buf_4 140, nand3_1 100
o21ai_2 60
-- synth_stat cells (all sizes together) --
| cell | n | area, sq um |
|---|---|---|
| dfrtp | 6 | 150 |
| nand2 | 5 | 18.8 |
| inv | 4 | 15.0 |
| nand3 | 4 | 20.0 |
| and2 | 2 | 15.0 |
| o21ai | 2 | 13.8 |
| a21o | 1 | 7.51 |
| buf | 1 | 7.51 |
| conb | 1 | 3.75 |
| dfstp | 1 | 26.3 |
| mux2i | 1 | 10.0 |
| nand2b | 1 | 6.26 |
| nor2b | 1 | 6.26 |
| o221ai | 1 | 8.76 |
| o22ai | 1 | 6.26 |
-- layout by cell type (no fill, tap or decap) --
cell,netlist,layout
conb_1,1,1
a21o_1,1,1
o221ai_1,1,1
dfstp_2,1,1
nand2_1,5,5
buf_4,1,5
o22ai_1,1,1
nand2b_1,1,1
o21ai_2,1,1
o21ai_1,1,1
dfrtp_1,6,5
nand3_1,4,4
nor2b_1,1,1
clkdlybuf4s50_1,0,10
dlygate4sd2_1,0,4
and2_4,1,1
clkbuf_4,0,3
clkbuf_1,0,1
and2_1,1,1
dfrtp_2,0,1
inv_1,4,4
mux2i_1,1,1
-- per-layer routing --
metal	vias up	routed length, um	track usage, %	share of wire (%)
met5	-	0	0	0
met4	0	0	0.352	0
met3	0	178	3.41	21
met2	18	236	2.49	27
met1	121	452	4.25	52
li1	147	-	-	-
-- power by group --
part           switching, mW  internal [mW]  total [mW]
clock                 0.0686          0.101       0.170
combinational          0.103          0.212       0.314
sequential            0.0568          0.277       0.334
total                  0.228          0.591       0.819
-- timing repair --
item	4_1_cts	5_1_grt
buffers inserted	3	0
gates resized	5	0
endpoints found under the setup margin	3	0
-- cell families after synthesis --
kind of cell | after synthesis
DFF | 7
other | 1
buffers and inverters | 5
muxes | 1
and+or+nand+nor | 13
AOI/OAI and AO/OA | 5
-- how the worst max path moves through the flow --
stage	from	to	slack [ps]	cells after the start
CTS	current_state[3]$_DFF_PN0_	fill_value_on	60	1
finish	current_state[3]$_DFF_PN0_	fill_value_on	70	1
global route	current_state[3]$_DFF_PN0_	fill_value_on	20	1
Power is estimated from default activity; no workload was simulated.
